`design/flow/config.mk`:
```
export PLATFORM = sky130hd
export DESIGN_NAME = alu32
export DESIGN_NICKNAME = alu32
export VERILOG_FILES = /design/flow/design.v
export SDC_FILE = /design/flow/constraint.sdc
export NUM_CORES = 4
export LEC_CHECK = 1
export CORE_UTILIZATION = 50
```
`design/flow/constraint.sdc`:
```
current_design alu32

set clk_period 14.0
set clk_io_pct 0.2

create_clock -name clk0 -period $clk_period

set non_clock_inputs [all_inputs -no_clocks]
set_input_delay [expr $clk_period * $clk_io_pct] -clock clk0 $non_clock_inputs
set_output_delay [expr $clk_period * $clk_io_pct] -clock clk0 [all_outputs]
```
`design/flow/design.v`:
```
typedef enum logic[3:0] {
    ALU_ADD  = 4'b0000,
    ALU_SUB  = 4'b1000,
    ALU_SLL  = 4'b0001,  
    ALU_SLT  = 4'b0010,  
    ALU_SLTU = 4'b0011,  
    ALU_XOR  = 4'b0100,
    ALU_SRL  = 4'b0101,  
    ALU_SRA  = 4'b1101,  
    ALU_OR   = 4'b0110,
    ALU_AND  = 4'b0111
} alu_op_t;
module alu32 (
    input alu_op_t op,
    input logic[31:0] arg_1,
    input logic[31:0] arg_2,
    output logic[31:0] result
);
    always_comb begin
        unique case (op)
            ALU_ADD: result = arg_1 + arg_2;
            ALU_SUB: result = arg_1 - arg_2;
            ALU_SLL: result = arg_1 << arg_2[4:0];
            ALU_SLT: result = $signed(arg_1) < $signed(arg_2);
            ALU_SLTU: result = arg_1 < arg_2;
            ALU_XOR: result = arg_1 ^ arg_2;
            ALU_SRL: result = arg_1 >> arg_2[4:0];
            ALU_SRA: result = $signed(arg_1) >>> arg_2[4:0];
            ALU_OR: result = arg_1 | arg_2;
            ALU_AND: result = arg_1 & arg_2;
            default: result = 0;
        endcase
    end
endmodule
```
`design/flow/run.sh`:
```
#!/bin/bash
# OpenROAD 26Q1-2900-gdf79404cd8, Yosys 0.63+post, stock flow scripts
make -C /OpenROAD-flow-scripts/flow DESIGN_CONFIG=/design/flow/config.mk WORK_HOME=/design/flow/orfs finish
```
==> impl_metrics.xml <==
<?xml version="1.0" encoding="UTF-8"?>
<metrics>
  <group name="placement">
    <metric name="gp_routability_congestion" unit="">1.08</metric>
    <metric name="detailedPlacementHpwl" unit="mm">30.8</metric>
    <metric name="numPortBuffers" unit="">100</metric>
    <metric name="placed_area" unit="um2">9930</metric>
  </group>
  <group name="global_routing">
    <metric name="grt_max_degree" unit="">68</metric>
    <metric name="antenna_found_initial" unit="">1</metric>
    <metric name="globalRoute.totalOverflow" unit="">0</metric>
    <metric name="global_route_wire_length_before_repair" unit="mm">58.2</metric>
    <metric name="grt_pass1_vias" unit="">9594</metric>
    <metric name="globalRouteTotalUtil" unit="">0.422</metric>
  </group>
  <group name="sta">
    <metric name="timing.fmax" unit="GHz">0.0946</metric>
    <metric name="worst-slew-pin-transition" unit="ns">0.883</metric>
    <metric name="rsz0062_at_grt" unit="">false</metric>
    <metric name="timing.slew.headroom" unit="">0.396</metric>
    <metric name="report.final.hold_viol_count" unit="">0</metric>
    <metric name="report.final.setup_viol" unit="">0</metric>
    <metric name="summed_negative_setup_slack_over_all_endpoints" unit="ns">0</metric>
    <metric name="timing.final.crit_period" unit="ns">10.57</metric>
    <metric name="total_count_of_max_transition_violations_in_the_final_report" unit="">0</metric>
    <metric name="fin_crit_sh" unit="">0.755</metric>
  </group>
  <group name="logic_synthesis">
    <metric name="synth.cellmix.adderShare" unit="">0.137</metric>
    <metric name="yosys_area" unit="um2">9120</metric>
    <metric name="synth_xor_xnor_area_share" unit="">0.0154</metric>
    <metric name="yosys-dominant-comb-family" unit="">AND-OR/OR-AND gates</metric>
    <metric name="syn-cell-area" unit="um2">9120</metric>
    <metric name="synth_cells" unit="">1340</metric>
    <metric name="muxShareOfSynthArea" unit="">0.175</metric>
    <metric name="yosysCellCount" unit="">1340</metric>
    <metric name="mean_post_synth_cell_area" unit="um2">6.81</metric>
    <metric name="synth_seq_share" unit="">0</metric>
    <metric name="yosys.cell_types.count" unit="">91</metric>
    <metric name="post_synth_and_or_nand_nor_area_fraction" unit="">0.202</metric>
    <metric name="ys_sh_aoi" unit="">0.361</metric>
    <metric name="yosysWarningCount" unit="">1</metric>
  </group>
  <group name="layout">
    <metric name="n_clock_buffer" unit="">0</metric>
    <metric name="seq_cells" unit="">0</metric>
    <metric name="layout-area-overhead-vs-synth" unit="%">8.90</metric>
    <metric name="drive_above_1_share" unit="">0.0766</metric>
    <metric name="regArea" unit="um2">0</metric>
    <metric name="postLayoutCellArea" unit="um2">9930</metric>
  </group>
  <group name="routing">
    <metric name="drcViolationCount" unit="">0</metric>
    <metric name="drt-total-wl" unit="mm">39.2</metric>
    <metric name="route.vias.total" unit="">10800</metric>
    <metric name="detailedRoute.firstIterationViolations" unit="">1183</metric>
    <metric name="detail_route.vias_per_cell" unit="">6.81</metric>
    <metric name="detailedRoute.firstPassIterationCount" unit="">16</metric>
    <metric name="diodes" unit="">0</metric>
    <metric name="detail-route-antenna-nets" unit="">0</metric>
    <metric name="post_dr_wirelength_cell" unit="um">24.7</metric>
  </group>
  <group name="worst_setup_path">
    <metric name="critPathMaxStageDelay" unit="ns">0.84</metric>
    <metric name="worst-endpoint-arrival" unit="ns">7.77</metric>
    <metric name="worst_ep_required_time" unit="ns">11.20</metric>
    <metric name="cpLargestDelayFamily" unit="">AND-OR/OR-AND gates</metric>
    <metric name="endpoint_kind" unit="">output pin</metric>
    <metric name="critical-path-top-cell-by-count" unit="">sky130_fd_sc_hd__o21ai_1</metric>
    <metric name="path_max_fanout" unit="">67</metric>
    <metric name="timing.critical_path.cells" unit="">buf_2 -&gt; buf_4 -&gt; clkinv_1 -&gt; ha_1 -&gt; inv_1 -&gt; o221ai_1 -&gt; a21oi_1 -&gt; o21ai_1 -&gt; o221a_2 -&gt; o21ai_1 -&gt; nand4_1 -&gt; a2111oi_0 -&gt; o31ai_1 -&gt; clkdlybuf4s50_1</metric>
    <metric name="critical_path_buf_inv_count" unit="">5</metric>
    <metric name="cp_slowest_cell" unit="">sky130_fd_sc_hd__a2111oi_0</metric>
    <metric name="timing.critical_path.from_type" unit="">input pin</metric>
    <metric name="worstSetupPathType" unit="">in2out</metric>
  </group>
  <group name="floorplan">
    <metric name="fp-utilization" unit="">0.510</metric>
    <metric name="chipHeight" unit="um">137</metric>
    <metric name="chip_area" unit="um2">18800</metric>
    <metric name="row_count" unit="">49</metric>
    <metric name="die_width" unit="um">137</metric>
    <metric name="ios" unit="">100</metric>
    <metric name="core-area" unit="um2">17900</metric>
  </group>
  <group name="cts">
    <metric name="postCtsHoldBufs" unit="">0</metric>
    <metric name="cts.repair_timing.setup_buffer_count" unit="">0</metric>
    <metric name="ctsResizeCount" unit="">0</metric>
  </group>
  <group name="worst_hold_path">
    <metric name="timing.hold.worst.class" unit="">in2out</metric>
  </group>
  <group name="pwr">
    <metric name="power.leakage" unit="uW">0.00418</metric>
    <metric name="cellPowerDensity" unit="nW/um2">42.3</metric>
    <metric name="vdd_ir_drop_max" unit="V">0.0000331</metric>
  </group>
  <group name="flow_run">
    <metric name="max_cap_viol_count" unit="">0</metric>
    <metric name="stage_log_warnings" unit="">98</metric>
  </group>
  <group name="run_status">
    <metric name="run_status" unit="">finished, final reports clean</metric>
  </group>
</metrics>
synthesized netlist by cell type (20+ instances only):
cell type                  number  share of area
sky130_fd_sc_hd__mux2_2        24          0.030
sky130_fd_sc_hd__nor3_1        26          0.014
sky130_fd_sc_hd__a211oi_1      41          0.034
sky130_fd_sc_hd__nor2_1       147          0.060
sky130_fd_sc_hd__clkbuf_1      43          0.018
sky130_fd_sc_hd__o21ai_0      101          0.055
sky130_fd_sc_hd__mux2i_1       68          0.075
sky130_fd_sc_hd__inv_1        100          0.041
sky130_fd_sc_hd__buf_2         20          0.011
sky130_fd_sc_hd__nand3_1       20          0.011
sky130_fd_sc_hd__nand2_1      120          0.049
sky130_fd_sc_hd__ha_1          97           0.13
sky130_fd_sc_hd__a21oi_1      142          0.078
sky130_fd_sc_hd__mux4_2        21          0.052
cell type report:
class	count	area [um2]
fill	1763	7970
multi-input combinational	1133	8130
inverter	105	394
timing repair buffer	120	1120
tap	229	287
cells in the final DEF, fill, tap and decap left out, types with 7 or more instances in the layout:
master                            instances
sky130_fd_sc_hd__a2111oi_0                9
sky130_fd_sc_hd__a211o_1                  9
sky130_fd_sc_hd__a211oi_1                41
sky130_fd_sc_hd__a21o_1                  12
sky130_fd_sc_hd__a21oi_1                142
sky130_fd_sc_hd__a221oi_1                11
sky130_fd_sc_hd__a31oi_1                  9
sky130_fd_sc_hd__and3_1                   8
sky130_fd_sc_hd__buf_4                   21
sky130_fd_sc_hd__clkdlybuf4s50_1         94
sky130_fd_sc_hd__ha_1                    97
sky130_fd_sc_hd__inv_1                  100
sky130_fd_sc_hd__mux2_2                  24
sky130_fd_sc_hd__mux2i_1                 68
sky130_fd_sc_hd__mux4_2                  21
sky130_fd_sc_hd__nand2_1                120
sky130_fd_sc_hd__nand2b_1                16
sky130_fd_sc_hd__nand3_1                 20
sky130_fd_sc_hd__nand4_1                 10
sky130_fd_sc_hd__nor2_1                 147
sky130_fd_sc_hd__nor2b_1                  9
sky130_fd_sc_hd__nor3_1                  26
sky130_fd_sc_hd__o211ai_1                18
sky130_fd_sc_hd__o21a_1                   7
sky130_fd_sc_hd__o21ai_0                101
sky130_fd_sc_hd__o21ai_1                  9
sky130_fd_sc_hd__o21bai_1                13
sky130_fd_sc_hd__o221ai_1                13
sky130_fd_sc_hd__o22ai_1                 15
sky130_fd_sc_hd__o31ai_1                 18
sky130_fd_sc_hd__or2_2                    9
sky130_fd_sc_hd__xnor2_1                 15
cell families after synthesis:
family / after synthesis
AOI/OAI and AO/OA: 496
xor gates and xnor gates: 16
adders and majority gates: 99
buffers and inverters: 207
muxes: 121
and+or+nand+nor: 401
where the power goes:
group | internal, uW | leakage (uW) | total (uW) | switching (uW)
clock | 0 | 0 | 0 | 0
sequential | 0 | 0 | 0 | 0
combinational | 165 | 0.00418 | 420 | 255
final timing paths:
check | endpoint | depth (start not counted) | from
worst max-delay path | result[0] | 14 | arg_2[3]
worst min-delay path | result[0] | 5 | op[1]
layer usage:
| layer | GRT usage | up-vias | routed length, um |
|---|---|---|---|
| li1 | - | 5009 | - |
| met1 | 0.625 | 5070 | 17000 |
| met2 | 0.618 | 650 | 16600 |
| met3 | 0.0964 | 79 | 4380 |
| met4 | 0.103 | 2 | 1200 |
| met5 | 0 | - | 9 |
metrics by stage:
stage	total power, uW	worst slack (ns)	utilization	cells	hold slack (ns)
final	420	3.43	0.555	1587	6.66
after global placement	406	3.74	0.555	1587	6.67
after global routing	450	3.14	0.555	1587	6.73
after CTS	407	3.65	0.555	1587	6.66
after floorplan	266	5.51	-	1340	5.75
after detailed placement	405	3.66	0.555	1587	6.65
Power is estimated from default activity; no workload was simulated.
