[flow/run.sh]
#!/bin/bash
# OpenROAD 26Q1-2900-gdf79404cd8, Yosys 0.63+post, stock flow scripts
make -C /OpenROAD-flow-scripts/flow DESIGN_CONFIG=/design/flow/config.mk WORK_HOME=/design/flow/orfs finish
[flow/config.mk]
export PLATFORM = sky130hd
export DESIGN_NAME = decoder32
export DESIGN_NICKNAME = decoder32
export VERILOG_FILES = /design/flow/design.v
export SDC_FILE = /design/flow/constraint.sdc
export NUM_CORES = 4
export LEC_CHECK = 1
export CORE_AREA = 10 10 99 99
export DIE_AREA = 0 0 109 109
[flow/constraint.sdc]
current_design decoder32

set clk_period 3.5
set clk_io_pct 0.2

create_clock -name clk0 -period $clk_period

set non_clock_inputs [all_inputs -no_clocks]
set_input_delay [expr $clk_period * $clk_io_pct] -clock clk0 $non_clock_inputs
set_output_delay [expr $clk_period * $clk_io_pct] -clock clk0 [all_outputs]
[flow/design.v]
typedef enum logic[3:0] {
    ALU_ADD  = 4'b0000,
    ALU_SUB  = 4'b1000,
    ALU_SLL  = 4'b0001,  
    ALU_SLT  = 4'b0010,  
    ALU_SLTU = 4'b0011,  
    ALU_XOR  = 4'b0100,
    ALU_SRL  = 4'b0101,  
    ALU_SRA  = 4'b1101,  
    ALU_OR   = 4'b0110,
    ALU_AND  = 4'b0111
} alu_op_t;
typedef enum logic [6:0] {
    OPC_LUI    = 7'b0110111,
    OPC_AUIPC  = 7'b0010111,
    OPC_JAL    = 7'b1101111,
    OPC_JALR   = 7'b1100111,
    OPC_BRANCH = 7'b1100011,
    OPC_LOAD   = 7'b0000011,
    OPC_STORE  = 7'b0100011,
    OPC_OP_IMM = 7'b0010011,
    OPC_OP     = 7'b0110011,
    OPC_FENCE  = 7'b0001111,
    OPC_SYSTEM = 7'b1110011
} opcode_t;
module decoder32 (
    input logic[31:0] inst,
    output logic[4:0] rs1,
    output logic[4:0] rs2,
    output logic[4:0] rd,
    output logic rd_we,
    output alu_op_t alu_op,
    output logic[31:0] imm,
    output logic use_imm,
    output logic mem_rd,
    output logic mem_rd_unsigned,
    output logic mem_wr,
    output logic[2:0] mem_bytes,
    output logic branch_not,
    output logic branch_eq,
    output logic branch,     
    output logic jump_link,  
    output logic jump_alu,   
    output logic add_to_pc,
    output logic illegal_inst
);
    logic[6:0] opcode = inst[6:0];
    logic[2:0] funct3 = inst[14:12];
    logic[6:0] f7_imm = inst[31:25];
    logic[31:0] imm_i = {{20{inst[31]}}, inst[31:20]};
    logic[31:0] imm_s = {{20{inst[31]}}, inst[31:25], inst[11:7]};
    logic[31:0] imm_b = {{19{inst[31]}}, inst[7], inst[30:25], inst[11:8], 1'b0};
    logic[31:0] imm_u = {inst[31:12], 12'd0};
    logic[31:0] imm_j = {{12{inst[31]}}, inst[19:12], inst[20], inst[30:21], 1'b0};
    assign rd = inst[11:7];
    assign rs1 = inst[19:15];
    assign rs2 = inst[24:20];
    assign mem_rd_unsigned = funct3[2];
    assign mem_bytes = {1'b0, funct3[1:0]};
    always_comb begin
        rd_we = 0;
        alu_op = ALU_ADD;
        imm = 0;
        use_imm = 0;
        mem_rd = 0; mem_wr = 0;
        branch_not = 0; branch_eq = 0; branch = 0;
        jump_link = 0; jump_alu = 0;
        add_to_pc = 0;
        illegal_inst = 1;
        unique case (opcode)
            OPC_LUI: begin
                rd_we = 1;
                imm = imm_u;
                use_imm = 1;
                illegal_inst = 0;
            end
            OPC_AUIPC: begin
                rd_we = 1;
                imm = imm_u;
                add_to_pc = 1;
                illegal_inst = 0;
            end
            OPC_JAL: begin
                rd_we = 1;
                imm = imm_j;
                jump_link = 1;
                illegal_inst = 0;
            end
            OPC_JALR: begin
                imm = imm_i;
                if (funct3 == 3'b000) begin
                    rd_we = 1;
                    use_imm = 1;
                    jump_alu = 1;
                    jump_link = 1;
                    illegal_inst = 0;
                end
            end
            OPC_BRANCH: begin
                imm = imm_b;
                if (funct3[2:1] != 2'b01) begin
                    branch = 1;
                    illegal_inst = 0;
                    branch_not = funct3[0];
                    unique case (funct3[2:1])
                        2'b00: begin
                            alu_op = ALU_SUB;
                            branch_eq = 1;
                        end
                        2'b10: alu_op = ALU_SLT;
                        2'b11: alu_op = ALU_SLTU;
                    endcase
                end
            end
            OPC_LOAD: begin
                imm = imm_i;
                use_imm = 1;
                if (funct3[2:1] != 2'b11 && funct3[1:0] != 2'b11) begin
                    rd_we = 1;
                    mem_rd = 1;
                    illegal_inst = 0;
                end
            end
            OPC_STORE: begin
                imm = imm_s;
                use_imm = 1;
                if (funct3[2] == 0 && funct3[1:0] != 2'b11) begin
                    mem_wr = 1;
                    illegal_inst = 0;
                end
            end
            OPC_OP_IMM: begin
                imm = imm_i;
                use_imm = 1;
                alu_op = alu_op_t'({1'b0, funct3});
                if (funct3[1:0] != 2'b01 || inst[31:25] == 0) begin
                    rd_we = 1;
                    illegal_inst = 0;
                end else if (funct3 == 3'b101 && inst[31:25] == 7'b0100000) begin
                    alu_op = alu_op_t'({inst[30], funct3});
                    rd_we = 1;
                    illegal_inst = 0;
                end
            end
            OPC_OP: begin
                alu_op = alu_op_t'({inst[30], funct3});
                if (inst[31:25] == 0 || (inst[31:25] == 7'b0100000 && (funct3 == 0 || funct3 == 3'b101))) begin
                    rd_we = 1;
                    illegal_inst = 0;
                end
            end
            OPC_FENCE: illegal_inst = funct3 != 0;
            OPC_SYSTEM: illegal_inst = {inst[31:21], inst[19:7]} != 0;
        endcase
    end
endmodule
==> impl_metrics.ini <==
; physical design summary
[global_route]
grt_use_total = 0.09788
grtUsageMet2 = 0.1645
antenna_found_initial = 0
gr-total-overflow = 0
grt.busiest_layer = met2
gr-usage-met1 = 0.1257
grt_max_degree = 15
first_global_vias = 1822
grt.met3_usage = 0.03405
grt_pass1_wl_um = 9597

[drt]
firstDrtPassIters = 4
diodes = 0
drt_iter0_drc = 70
wl_per_cell_um = 15.25
drc = 0
routed_wl_um = 6160
avgViaCountPerCell = 4.386
drtAntennaViolNets = 0
num_vias = 1772

[setup_path]
worst-setup-path-type = in2out
critical_path_required_ns = 2.80
crit_fanout = 11
cp-start-kind = primary input
crit_arrival_ns = 2.69
critPathCaptureType = output pin

[synth]
synth.largest_area_cell = buf_4
yosysSeqAreaShare = 0
top_cell_area_share = 0.1196
ys_cells = 193
synthTopCellsByCount = nand2_1, buf_4, nor2_1
synth_warnings = 1
yosysChipArea_sq_um = 1192
synthTopCellsByArea = buf_4, nand2_1, a21o_1, nor2b_1, nor3_1
mappedNetlistArea_sq_um = 1192
syn_inst = 193
ys_types = 53
yosysMostFrequentCell = nand2_1
avgSynthCellArea_sq_um = 6.178

[place]
dpl_cell_area_sq_um = 2425
portBuffers = 97
gp_congestion = 0.8989
post-place-cells = 403
hpwl_um = 5243

[min_path]
min_path_cells = 7
min_path_type = in2out

[cells_and_area]
seq_area_sq_um = 0
drive_above_1_share = 0.2053
n_sequential_cell = 0
clockBufferCount = 0
syn_to_final_growth_pct = 107.9
final_area_sq_um = 2479
final_cell_count_no_fill = 404

[timing]
max_freq_mhz = 295.0
period_used_share = 0.9685
final_hold_viol_count = 0
period_minus_slack_ns = 3.390
setup_viol = 0
hold_ws_ns = 2.140
slew_viol_final = 0

[run_status]
status = finished, final reports clean

[die]
die.size.y_um = 109
fp_util = 0.1543
die_x_um = 109
design.core.area_sq_um = 7727
dieArea_sq_um = 11880
rows = 32
ios = 98

[power]
p_leak_uw = 0.001085
peakVddDrop_uv = 38.92
power.density_nw_per_um2 = 96.27

[flow_run]
openroad.warnings = 32
drv_cap = 0
final timing paths:
check,startpoint,to,slack [ns]
setup / recovery,inst[0],imm[30],0.11
hold / removal,inst[31],illegal_inst,2.14
per-layer routing:
| layer | up-vias | wire (um) |
|---|---|---|
| met2 | 63 | 2939 |
| met4 | 0 | 0 |
| met5 | - | 0 |
| li1 | 904 | - |
| met3 | 0 | 612 |
| met1 | 805 | 2608 |
layout by cell type, fill, tap and decap left out, types with 3 or more instances in the layout:
master	count
nor2b_1	8
nand2b_1	4
inv_1	3
dlymetal6s2s_1	4
dlygate4sd2_1	4
nor4_1	6
nand3_1	5
nor3_1	10
a22o_1	5
a21oi_1	6
a31oi_1	3
buf_4	43
o21ai_0	7
a21o_1	9
or3_1	3
clkdlybuf4s50_1	89
nand2_1	32
nor2_1	10
logic make-up (layout without fill, tap and decap cells):
kind of cell	Yosys count	after routing	share of synthesized area
and+or+nand+nor	99	99	0.4502
AOI/OAI and AO/OA	52	52	0.3253
buffers and inverters	37	146	0.1910
xor gates and xnor gates	3	3	0.02204
other	1	1	0.003145
muxes	1	1	0.008395
stage by stage:
stage	setup TNS (ns)	total power (uW)	setup WS, ns	utilization
global route	-0.01991	262.5	-0.01991	0.3208
finish	0	238.6	0.1103	0.3208
detailed placement	-0.4767	238.4	-0.05174	0.3138
CTS	0	240.0	0.001818	0.3144
global placement	-0.1804	238.9	-0.03866	0.3138
floorplan	0	80.39	0.9110	-
power breakdown:
part | leakage, uW | switching (uW) | internal [uW] | total (uW)
sequential | 0 | 0 | 0 | 0
combinational | 0.00109 | 88.4 | 150 | 239
clock | 0 | 0 | 0 | 0
final cells by class:
cell class                      count  area, sq um
Fill cell                         823         5249
Timing Repair Buffer              143         1341
Tap cell                          102        127.6
Multi-Input combinational cell    156        998.5
Inverter                            3        11.26
worst max-delay path, cell delays in order:
cell and delay [ns]:
clkdlybuf4s50_1 0.52, buf_4 0.14, nand2_1 0.15, o31a_4 0.41
nand2b_4 0.20, nand2_1 0.08, clkdlybuf4s50_1 0.47
repair_timing:
| action | in CTS | in global routing |
|---|---|---|
| hold buffers | 0 | 0 |
| endpoints found under the setup margin | 20 | 33 |
| gates resized | 9 | 12 |
| pin swaps | 3 | 3 |
| setup buffers | 0 | 1 |
Power is estimated from default activity; no workload was simulated.
